--- ./run.sh ---
#!/bin/bash
# OpenROAD 26Q1-2900-gdf79404cd8, Yosys 0.63+post, stock flow scripts
make -C /OpenROAD-flow-scripts/flow DESIGN_CONFIG=/design/flow/config.mk WORK_HOME=/design/flow/orfs finish
--- ./config.mk ---
export PLATFORM = sky130hd
export DESIGN_NAME = adder
export DESIGN_NICKNAME = adder
export VERILOG_FILES = /design/flow/design.v
export SDC_FILE = /design/flow/constraint.sdc
export NUM_CORES = 4
export LEC_CHECK = 1
export CORE_UTILIZATION = 30
--- ./constraint.sdc ---
current_design adder

set clk_period 4.8
set clk_io_pct 0.2

create_clock -name clk0 -period $clk_period [get_ports {clk}]

set non_clock_inputs [all_inputs -no_clocks]
set_input_delay [expr $clk_period * $clk_io_pct] -clock clk0 $non_clock_inputs
set_output_delay [expr $clk_period * $clk_io_pct] -clock clk0 [all_outputs]
--- ./design.v ---
module adder (
    input   clk,
    input [47:0] operand1,
    input [47:0] operand2,
    input         adder_en,
    output        [47:0] sum,
    output  reg      sum_vail
);
reg start;
reg [47:0] sum_out;
reg [47:0] operand1_buf;
reg [47:0] operand2_buf;
reg [15:0] operand1_1;
reg [15:0] operand2_1;
reg en1;
reg c_in1;
wire   vail1;
wire [15:0] result1;
wire c_out1;
reg [15:0] result1_buf;
reg [15:0] operand1_2;
reg [15:0] operand2_2;
reg en2;
reg c_in2;
wire vail2;
wire [15:0] result2;
wire c_out2;
reg [15:0] result2_buf;
reg [15:0] operand1_3;
reg [15:0] operand2_3;
reg en3;
reg c_in3;
wire vail3;
wire [15:0] result3;
wire c_out3;
assign sum = sum_out;
always@(posedge clk) begin
    if(adder_en)begin   
        operand1_buf  <= operand1;
        operand2_buf  <= operand2;  
        start <= 1'b1;
    end
    else start <= 1'b0;
end
always@(posedge clk) begin
    if(start) begin
        en1 <= 1'b1;
        operand1_1 <= operand1_buf[15:0];
        operand2_1 <= operand2_buf[15:0];
        c_in1 <= 1'b0;
    end
    else en1 <= 1'b0;
end
always@(posedge clk) begin
    if(vail1) begin
        result1_buf <= result1;
        en2 <= 1'b1;
        operand1_2 <= operand1_buf[31:16];
        operand2_2 <= operand2_buf[31:16];
        c_in2 <= c_out1;
    end
    else en2 <= 1'b0;
end
always@(posedge clk) begin
    if(vail2) begin
        result2_buf <= result2;
        en3 <= 1'b1;
        operand1_3 <= operand1_buf[47:32];
        operand2_3 <= operand2_buf[47:32];
        c_in3 <= c_out2;
    end
    else en3 <= 1'b0;
end
always@(posedge clk) begin
    if(vail3) begin
        sum_vail <= 1'b1;
        sum_out <= {result3,result2_buf,result1_buf};
    end
    else sum_vail <= 1'b0;
end
adderSub adderSub_i1
(
    .clk    (clk),
	.A      (operand1_1),
	.B      (operand2_1),      
    .en     (en1       ),
	.C_in   (c_in1     ),
    .vail   (vail1  ),
	.Result (result1),
	.C_out  (c_out1 )
);  
adderSub adderSub_i2
(
    .clk    (clk),
	.A      (operand1_2),
	.B      (operand2_2),      
    .en     (en2       ),
	.C_in   (c_in2     ),
    .vail   (vail2  ),
	.Result (result2),
	.C_out  (c_out2 )
); 
adderSub adderSub_i3
(
    .clk    (clk),
	.A      (operand1_3),
	.B      (operand2_3),      
    .en     (en3       ),
	.C_in   (c_in3     ),
    .vail   (vail3  ),
	.Result (result3),
	.C_out  (c_out3 )
);  
endmodule
`timescale 1ns / 1ps
module adderSub
(
    input clk,
	input [15:0]A,
	input [15:0]B,
    input en,
	input C_in,
    output reg vail,
	output [15:0] Result,
	output  C_out
);
reg [16:0] result_buf;
assign C_out = result_buf[16] ? 1:0;
assign Result = result_buf[15:0];
always@(posedge clk) begin
    if(en) begin
        result_buf <= A + B + C_in;  
        vail <= 1'b1;
    end
    else begin
        vail <= 1'b0;
        result_buf <= 17'd0;
    end
end
endmodule
==> out/qor.log <==
[worst_setup_path] highest fanout seen on the critical path 4
[cts] Clock H-tree levels 2
[worst_setup_path] Critical Path, Cell by Cell fa_1 > fa_1 > a21o_2 > a221oi_4 > nor2_2 > o22ai_2 > o221ai_1 > o211a_1
[route] remaining antenna violation count 0
[logic_synthesis] number of distinct library cells after synthesis 56
[timing] setup violation total in the final timing report 0
[status] result of the run completed
[worst_setup_path] type of the worst setup path reg2reg
[timing] remaining max-slew budget at the tightest pin 51.0%
[global_routing] number of global-route vias before repair 5983
[worst_setup_path] Critical Path Max Stage Delay 500 ps
[cts] latest clock arrival within the worst-skew pair 540 ps
[cts] Clk pin slew, worst setup/hold paths 60 ps
[timing] max-slew violation total from the final report 0
[worst_setup_path] cell occurring most often along the worst timing path fa_1
[floorplanning] core region area 0.0389 mm2
[logic_synthesis] instance count of the mapped netlist 683
[worst_setup_path] Worst setup SP type register
[logic_synthesis] dominant register cell edfxtp_1
[timing] worst slack on hold paths 400 ps
[logic_synthesis] number of storage elements in the synthesis netlist 332
[timing] setup slack after layout 2250 ps
[place] worst slack after detailed placement 2250 ps
[flow_run] max-capacitance violation count 0
[global_routing] GRT overflow 0
[cts] CTS root buf clkbuf_16
[finish] Layout Utilization 38.9%
[logic_synthesis] synthesized cell area 0.0119 mm2
[route] number of vias after detailed routing 5879
[timing] Highest Clock Rate 392 MHz
[worst_setup_path] Worst EP required 5230 ps
[logic_synthesis] Post-synth EDFFs 274
[timing] worst-margin pin slew 735 ps
[logic_synthesis] Yosys Warn Count 2
[logic_synthesis] area figure in the yosys stat output 0.0119 mm2
[route] number of DRC markers after the initial detailed-route iteration 263
[cts] CTS max path bufs 3
[worst_hold_path] Min-Delay Path Class reg2reg
[route] final routed DRC violation total 0
[floorplanning] number of rows in the core area 72
[floorplanning] I/O pin total 147
[route] total wire length after detailed routing 19100 um
[cts] Post-CTS Setup Repair Bufs 0
[flow_run] total number of warnings across the stage logs 25
[worst_setup_path] signal arrival time at the worst endpoint 2990 ps
[timing] RSZ-0062 raised after global routing no
[cts] cts-stage hold buffer count 0
[place] hpwl dp 13200 um
[route] ratio of routed vias to standard cells 4.18
[worst_setup_path] cell with the largest stage delay on the worst path fa_1
[cts] TritonCTS clock tree done
[global_routing] Total GRT Usage 10.1%
[floorplanning] Die Span X 201 um
[worst_setup_path] nature of the critical path endpoint register
[global_routing] initial antenna violation count 1
[cts] post_cts resized 0
[timing] post-route minimum period 2550 ps
[timing] setup TNS after final layout 0 ps
[cts] number of buffers created by CTS 35
[pwr] Power Dens Cells 445 mW/mm2
[logic_synthesis] asr flop ratio synth 0%
[floorplanning] Die Y 201 um
[global_routing] largest net degree at the start of global routing 59
[logic_synthesis] Syn Area/Cell 17.5 um2
[global_routing] wire length of the first global-routing pass 30700 um
[floorplanning] area enclosed by the die boundary 0.0406 mm2
[route] wire length per cell after detailed routing 13.5 um
[route] total iterations of the first detailed-routing run 4
[place] I/O Buffers 146
[route] count of antenna diodes in the layout 0
[logic_synthesis] Seq share, synth 78.7%
[pwr] Final Total Pwr 6.74 mW
[timing] worst clock skew 19.3 ps
[finish] share of final-layout standard cells stronger than drive strength 1 7.76%
[floorplanning] core utilization at floorplan 30.6%
[cts] number of sinks driven by the clock tree 332
[logic_synthesis] count of instantiated cells in the yosys netlist 683
[place] placer congestion estimate 0.854
[pwr] leakage power figure 5.53 nW
[timing] final hold vios 0
[timing] part of the cycle the worst path needs 53.2%
[finish] area added between synthesis and finish 27.0%
[pwr] Worst VDD drop 0.000290 V
[kinds of logic after synthesis]
family          count (synthesis)  share of synthesized area (%)
compound gates                110                           6.34
xor+xnor                       30                           2.20
fa+ha+maj                      50                           5.56
buf+inv                        20                          0.661
flops                         332                           78.7
mux                             5                          0.420
simple gates                  136                           6.11
[cell usage after synthesis (2+ instances only)]
master     number  area, um2
a211oi_1        5       37.5
a21o_1         16        120
a21oi_1        31        155
a21oi_2         2       17.5
a2bb2oi_1       2       17.5
a31oi_1         3       18.8
and2_1         35        219
and3_1          5       31.3
buf_2           3       15.0
clkbuf_1        6       22.5
dfxtp_1        58       1160
edfxtp_1      274       8230
fa_1            5        100
ha_1           45        563
inv_1          11       41.3
mux2i_1         5       50.1
nand2_1        34        128
nand2b_1        5       31.3
nand3_1        11       55.1
nand4_1         4       25.0
nor2_1         18       67.6
nor2b_1         7       43.8
nor3_1          3       15.0
nor3b_1         3       22.5
o211a_1         2       20.0
o211ai_1        4       30.0
o21a_1          5       37.5
o21ai_0        18       90.1
o21bai_1        3       22.5
o31ai_1         4       30.0
or3_1           3       18.8
xnor2_1        21        184
xor2_1          9       78.8
[per-layer routing]
layer | up-vias | part of all wire, % | global-route usage [%]
met4 | 0 | 4.0 | 3.57
met1 | 2721 | 44 | 14.8
met5 | - | 0 | 0
met2 | 157 | 46 | 15.3
li1 | 2957 | - | -
met3 | 44 | 6.2 | 2.96
[critical path: cells and delay by family (launching register included)]
kind | cells | cell delay [ps]
AOI/OAI and AO/OA | 5 | 1040
adders and majority gates | 2 | 920
DFF | 1 | 400
and+or+nand+nor | 1 | 90
[registers in the layout, indices dropped and copies added (netlist names), 16 cells and up]
register and flops:
operand1_2 16, operand2_buf 48, operand2_3 16, adderSub_i3.result_buf 16
operand2_1 16, operand1_1 16, sum_out 48, operand1_buf 48
result1_buf 16, result2_buf 16, operand2_2 16, adderSub_i2.result_buf 17
operand1_3 16, adderSub_i1.result_buf 17
[cell type report]
type / instances / area [um2]
well taps: 518 / 648
fillers: 3583 / 23800
repair buffers: 152 / 1500
clock buffers: 50 / 963
multi-input cells: 331 / 2460
inverters: 11 / 41.3
clock inverters: 13 / 139
flip-flops and latches: 332 / 9390
[per-stage QoR]
| step | cell area [um2] | instances |
|---|---|---|
| after global placement | 14000 | 1344 |
| after detailed placement | 14000 | 1344 |
| final | 15100 | 1407 |
| after floorplan | 11900 | 683 |
| after global routing | 15100 | 1407 |
| after CTS | 15100 | 1407 |
[path summary, 6_finish.rpt]
kind / start / end / slack (ps) / cells past startpoint
hold reg to reg: adderSub_i3.result_buf[0] / sum_out[32] / 400 / 0
hold / removal: adderSub_i3.result_buf[0] / sum_out[32] / 400 / 0
setup reg to reg: c_in2 / adderSub_i2.result_buf[16] / 2250 / 8
setup / recovery: c_in2 / adderSub_i2.result_buf[16] / 2250 / 8
[where the power goes]
| group | internal (mW) | switching (mW) |
|---|---|---|
| Clock | 1.52 | 1.05 |
| Combinational | 0.340 | 0.306 |
| Sequential | 3.44 | 0.0867 |
| Total | 5.30 | 1.44 |
[cell usage in the layout, fill, tap and decap left out, types with 5 or more instances in the layout]
master and n:
buf_4 7, and3_1 5, inv_1 11, a21oi_1 31
nor2b_1 7, edfxtp_1 274, nand2_1 34, xor2_1 9
o21ai_0 18, ha_1 45, and2_1 35, xnor2_1 21
dfxtp_1 55, a21o_1 16, mux2i_1 5, nor2_1 18
o21a_1 5, clkdlybuf4s50_1 145, clkbuf_1 13, a211oi_1 5
fa_1 5, nand3_1 11, nand2b_1 5, clkbuf_16 36
Power and IR drop assume default switching activity.
